### /design/flow/design.v
module period_detect(
    input wire clock,
    input wire [15:0] in,
    output reg [15:0] out = 139,
    output reg ena = 1'b0);
    reg  current;            
    reg  prev;               
    reg  [15:0] period;     
    reg  reset;
    reg [15:0] count = 0;
    always @(posedge clock) begin
        current <= in[15];
        prev <= current;
        if(~current & prev) begin  
            period <= count;
            reset <= 1'b1;
        end    
        if(reset == 1'b1) begin
            count <= 0;
            reset <= 1'b0;
            ena <= 1'b1;
        end else begin  
            count <= count + 1;  
        end
    end
    always@ (posedge clock)
        out <= period;
endmodule: period_detect
### /design/flow/run.sh
#!/bin/bash
# OpenROAD 26Q1-2900-gdf79404cd8, Yosys 0.63+post, stock flow scripts
make -C /OpenROAD-flow-scripts/flow DESIGN_CONFIG=/design/flow/config.mk WORK_HOME=/design/flow/orfs finish
### /design/flow/config.mk
export PLATFORM = sky130hd
export DESIGN_NAME = period_detect
export DESIGN_NICKNAME = period_detect
export VERILOG_FILES = /design/flow/design.v
export SDC_FILE = /design/flow/constraint.sdc
export NUM_CORES = 4
export LEC_CHECK = 1
export CORE_UTILIZATION = 30
### /design/flow/constraint.sdc
current_design period_detect

set clk_period 3.0
set clk_io_pct 0.2

create_clock -name clk0 -period $clk_period [get_ports {clock}]

set non_clock_inputs [all_inputs -no_clocks]
set_input_delay [expr $clk_period * $clk_io_pct] -clock clk0 $non_clock_inputs
set_output_delay [expr $clk_period * $clk_io_pct] -clock clk0 [all_outputs]
==> impl_metrics.env <==
# source this file to load flow results
export IMPL_result_of_the_run="finished, final reports clean"
export IMPL_post_cts_repair_setup_buffers=0
export IMPL_power_ir_vdd_worst_v=0.000289
export IMPL_crit_path_max_fanout=9
export IMPL_worst_setup_hold_path_clk_slew_ns=0.08
export IMPL_regToRegStartpoint="count[0]"
export IMPL_hpwlAfterDp_mm=1.38
export IMPL_worst_pin_slew_ns=0.705
export IMPL_cts_hold_buffers=0
export IMPL_synth_edff_count=17
export IMPL_critical_path_required_ns=3.19
export IMPL_yosys_warnings=1
export IMPL_number_of_drc_markers_in_iteration_0=104
export IMPL_antennaDiodeCount=0
export IMPL_yosys_top_cells_count="35 x sky130_fd_sc_hd__dfxtp_1, 17 x sky130_fd_sc_hd__edfxtp_1, 8 x sky130_fd_sc_hd__a21oi_1, 7 x sky130_fd_sc_hd__nor2_1"
export IMPL_dp_cells=206
export IMPL_hold_removal_path_class="reg -> reg"
export IMPL_clk_latency_late_pin_ns=0.30
export IMPL_placementRows=26
export IMPL_ys_cells=119
export IMPL_synth_async_sr_flop_share=0
export IMPL_yosys_stat_chipArea_um2=1630
export IMPL_p_leak_nw=0.699
export IMPL_origin_of_the_worst_setup_path="count[0]"
export IMPL_fin_skew_ns=0.00322
export IMPL_cts_root_buffer="sky130_fd_sc_hd__clkbuf_8"
export IMPL_cts_max_path_buffers=2
export IMPL_tool_warnings=40
export IMPL_post_route_period_util=0.586
export IMPL_synth_flops=52
export IMPL_max_slew_margin_rel=0.529
export IMPL_power_density_nw_per_um2=710
export IMPL_syn_mean_instance_area_um2=13.7
export IMPL_via_count_of_the_first_global_routing_pass=812
export IMPL_grt_setup_unrepaired="false"
export IMPL_buffer_ports_inserted=18
export IMPL_postRouteAntennaNets=0
export IMPL_ys_seq_frac=0.744
export IMPL_syn_instance_count=119
export IMPL_layout_cell_share_with_drive_strength_beyond_1=0.0979
export IMPL_timing_critical_path_to_type="register"
export IMPL_switchingPower_mw=0.283
export IMPL_syn_area_um2=1630
export IMPL_final_max_slew_violation_count=0
export IMPL_drcViolationCount=0
export IMPL_via_count_of_the_routed_design=957
export IMPL_track_usage=0.0836
export IMPL_power_switching_share=0.197
export IMPL_gr_total_overflow=0
export IMPL_grt_start_max_net_pins=22
export IMPL_routed_wl_mm=2.21
export IMPL_fp_dieW_um=75.7
export IMPL_crit_path_start_kind="register"
export IMPL_combinationalPowerShare=0.050
export IMPL_holdCritStartpoint="period[3]"
export IMPL_synthTopCellsByArea="sky130_fd_sc_hd__dfxtp_1 43%, sky130_fd_sc_hd__edfxtp_1 31%, sky130_fd_sc_hd__a21oi_1 2.5%"
export IMPL_finalPower_mw=1.44
export IMPL_grt_first_pass_wirelength_mm=3.55
export IMPL_p_int_mw=1.15
export IMPL_cts_htree_levels=2
export IMPL_numCtsBuffers=5
export IMPL_number_of_antenna_violations_at_the_first_check_in_global_routing=0
export IMPL_die_size_y_um=75.7
export IMPL_fp_coreArea_um2=5170
export IMPL_yosysTopAreaCellShare=0.430
export IMPL_synth_top_cell_by_count="sky130_fd_sc_hd__dfxtp_1"
export IMPL_synth_area_leader_cell="sky130_fd_sc_hd__dfxtp_1"
export IMPL_period_needed_ns=1.76
export IMPL_final_hold_worst_slack_ns=0.344
export IMPL_final_setup_viol_count=0
export IMPL_max_freq_mhz=569
export IMPL_number_of_distinct_standard_cells_referenced_by_the_synthesized_netlist=22
export IMPL_total_die_size_um2=5720
export IMPL_cts_tree="yes"
export IMPL_final_hold_viol_count=0
export IMPL_fillers=459
export IMPL_drt_wirelength_per_cell_um=10.4
export IMPL_path_class="reg -> reg"
export IMPL_drt_pass1_iter_count=4
export IMPL_clock_power_share=0.372
export IMPL_fin_tns_setup_ns=0
export IMPL_io_pins=34
export IMPL_syn2layout_area_growth_pct=24.4
export IMPL_critPathArrivalTime_ns=1.95
export IMPL_finalNonFillerCells=213
export IMPL_vias_per_cell=4.49
export IMPL_sequentialPowerShare=0.578
export IMPL_max_cap_viol_count=0
export IMPL_post_cts_resize_count=0
export IMPL_synth_top_flop_cell="sky130_fd_sc_hd__dfxtp_1"
export IMPL_place_gp_congestion=0.801
export IMPL_initial_core_util=0.315
export IMPL_cts_sinks=52
## per-layer routing
layer  GRT usage  wire length (µm)
met1       0.117              1030
met5           0                 0
met4      0.0370                58
met3      0.0295               124
met2       0.121               998
## sequential cells by signal, summed over array words and instances, names as in the netlist
signal   flops
reset        1
current      1
count       16
period      16
prev         1
ena          1
out         16
## worst max-delay path, stage by stage (launching register included)
cell and delay (ns):
sky130_fd_sc_hd__dfxtp_1 0.44, sky130_fd_sc_hd__ha_1 0.29, sky130_fd_sc_hd__nand4_4 0.18, sky130_fd_sc_hd__nor4_1 0.38, sky130_fd_sc_hd__mux2_2 0.37
## per-stage QoR
stage	area, µm²	utilization	setup slack (ns)
CTS	2020	0.391	1.24
floorplan	1630	-	1.45
global route	2020	0.391	1.13
detailed placement	1900	0.366	1.26
global placement	1900	0.366	1.27
finish	2020	0.391	1.24
## cells by family (layout without fill, tap and decap cells)
family,after synthesis,count (layout),share of synthesized area
flops,52,52,0.744
simple gates,38,38,0.141
compound gates,16,16,0.0569
buf+inv,5,29,0.0115
xor+xnor,3,3,0.0161
mux,3,3,0.0208
fa+ha+maj,1,1,0.00769
other cells,1,1,0.00230
## power by group through the flow
stage	registers (mW)	clock network [mW]	logic, mW
CTS	0.831	0.549	0.0729
global route	0.840	0.581	0.0825
finish	0.831	0.535	0.0714
## cells in the final DEF, fill, tap and decap left out
cell                              count
sky130_fd_sc_hd__a21oi_1              8
sky130_fd_sc_hd__buf_4                1
sky130_fd_sc_hd__bufinv_16            2
sky130_fd_sc_hd__clkbuf_8             5
sky130_fd_sc_hd__clkdlybuf4s50_1     18
sky130_fd_sc_hd__conb_1               1
sky130_fd_sc_hd__dfxtp_1             35
sky130_fd_sc_hd__edfxtp_1            17
sky130_fd_sc_hd__ha_1                 1
sky130_fd_sc_hd__inv_1                3
sky130_fd_sc_hd__mux2_2               3
sky130_fd_sc_hd__nand2_1              3
sky130_fd_sc_hd__nand3_1              6
sky130_fd_sc_hd__nand4_1              4
sky130_fd_sc_hd__nand4_4              1
sky130_fd_sc_hd__nor2_1               7
sky130_fd_sc_hd__nor2b_1              6
sky130_fd_sc_hd__nor4_1               3
sky130_fd_sc_hd__o21ai_0              3
sky130_fd_sc_hd__o31ai_1              5
sky130_fd_sc_hd__or3_1                1
sky130_fd_sc_hd__or3_2                2
sky130_fd_sc_hd__or4_1                5
sky130_fd_sc_hd__xnor2_1              1
sky130_fd_sc_hd__xor2_1               2
## area by class of cell
class                           instances  area, µm²  share of cell area
Clock buffer                            5       68.8              0.0340
Inverter                                3       11.3             0.00556
Sequential cell                        52       1210               0.598
Multi-Input combinational cell         62        398               0.197
Clock inverter                          2       60.1              0.0297
Timing Repair Buffer                   19        188              0.0927
Tap cell                               70       87.6              0.0433
## path summary, 6_finish.rpt
kind,endpoint,slack [ns],cells after the start
min reg2reg,out[3],0.34,0
max reg2reg,count[14],1.24,4
min,out[3],0.34,0
max,count[14],1.24,4
Power figures rest on the tool's default switching activity, not on a simulated workload.
